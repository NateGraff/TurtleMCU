--- flow/design.v ---
module alu(
	input  wire [2:0]  op,
	input  wire [15:0] arg_a,
	input  wire [15:0] arg_b,
	output reg  [15:0] out,
	output reg         carry,
	output reg         zero);
	reg [16:0] add_out;
	always_comb begin
		carry = 0;
		case(op)
			3'b000: begin
				add_out = arg_a + arg_b;
				out = add_out[15:0];
				carry = (add_out >> 16 == 17'h00001);
			end
			3'b001: begin
				out = arg_a - arg_b;
				if(~arg_a[15] & arg_b[15])
					carry = 0;
				else if(arg_a[15] & ~arg_b[15])
					carry = 1;
				else
					carry = arg_b > arg_a;
			end
			3'b010: begin
				out = arg_a & arg_b;
			end
			3'b011: begin
				out = arg_a | arg_b;
			end
			3'b100: begin
				out = ~arg_a;
			end
			3'b101: begin
				out = arg_a ^ arg_b;
			end
			3'b110: begin
				out = (arg_a << arg_b);
			end
			3'b111: begin
				out = (arg_a >> arg_b);
			end
		endcase
		zero = (out == 0);
	end
endmodule
--- flow/run.sh ---
#!/bin/bash
# OpenROAD 26Q1-2900-gdf79404cd8, Yosys 0.63+post, stock flow scripts
make -C /OpenROAD-flow-scripts/flow DESIGN_CONFIG=/design/flow/config.mk WORK_HOME=/design/flow/orfs finish
--- flow/config.mk ---
export PLATFORM = sky130hd
export DESIGN_NAME = alu
export DESIGN_NICKNAME = alu
export VERILOG_FILES = /design/flow/design.v
export SDC_FILE = /design/flow/constraint.sdc
export NUM_CORES = 4
export LEC_CHECK = 1
export CORE_UTILIZATION = 50
export SYNTH_HDL_FRONTEND = slang
--- flow/constraint.sdc ---
current_design alu

set clk_period 8.9
set clk_io_pct 0.2

create_clock -name clk0 -period $clk_period

set non_clock_inputs [all_inputs -no_clocks]
set_input_delay [expr $clk_period * $clk_io_pct] -clock clk0 $non_clock_inputs
set_output_delay [expr $clk_period * $clk_io_pct] -clock clk0 [all_outputs]
==> impl_metrics.yaml <==
# generated from flow reports
worst_setup_path:
  cp_max_fo: 14
  worstPathArrival_ps: 6420
  slowest_stage: "clkdlybuf4s50_1"
  startpoint_type: "input pin"
  cp-end-kind: "output pin"
  path_buffers: 3
  critPathTopFamily: "buffers and inverters"
  crit_path_cell_trace: "clkdlybuf4s50_1 > inv_1 > ha_1 > or3_1 > o311ai_1 > o221ai_1 > xnor2_1 > o211ai_1 > or4_1 > or4_1 > nor4_2 > clkdlybuf4s50_1"
  slowest_delay_ps: 800
  critPathKind: "in2out"
  crit_required_ps: 7120
power_and_ir_drop:
  p_switching_mw: 0.160
  power.density_nw_per_um2: 59.2
  fin_total_pwr_mw: 0.283
  internal-power_mw: 0.123
  clock_power_share_pct: 0
  peakVddDrop_uv: 53.6
  combPwrFrac_pct: 100.0
  p_sw_share_pct: 56.5
  p_leak_nw: 1.97
  seq_power_share_pct: 0
cells_and_area:
  fin_area_um2: 4780
  finish.utilization_pct: 57.8
  regArea_um2: 0
  final_cell_mix: "a21oi_1, clkdlybuf4s50_1, nor2_1, ha_1"
  final_cells: 732
  drive_above_1_share_pct: 7.34
  syn_to_final_growth_pct: 11.9
  clkbuf_count: 0
  logic_area_um2: 3850
  fillers: 810
  ff_count: 0
routing:
  dr.first_iter.drc_count: 384
  finalWirelength_mm: 16.3
  vias: 4959
  wl_per_cell_um: 22.2
  viasPerCell: 6.77
  ant_nets: 0
  n_antenna_cell: 0
  drc: 0
  firstDrtPassIters: 5
timing:
  max_freq_mhz: 122
  hold_ws_ps: 4580
  rsz0062_at_grt: "false"
  hold_viol: 0
  drv_slew: 0
  finalSetupViolCount: 0
  worstMarginPinSlew_ps: 818
  min_period_over_period_pct: 92.1
  max_slew_margin_pct: 45.4
  finalSetupTns_ps: 0
  layout_min_cycle_time_ps: 8200
  worst_slack_ps: 701
place:
  place_area_um2: 4780
  gp_congestion: 1.05
  dp_cells: 732
  place_hpwl_mm: 12.7
  portBuffers: 53
  dp_slack_ps: 819
logic_synthesis:
  compound_area_share_pct: 33.6
  top_logic_kind: "AND-OR/OR-AND gates"
  synth_seq_share_pct: 0
  yosys_area_um2: 4270
  syn-cell-area_um2: 4270
  synthCells: 608
  ys_top_cells_by_area: "ha_1, mux4_2, a21oi_1"
  synth_stat.cells: 608
  avgSynthCellArea_um2: 7.02
  yosysUniqueCellTypes: 79
  top_area_share_pct: 14.4
  top_area_cell: "ha_1"
  ys_sh_adder_pct: 15.3
  ys_sh_simple_pct: 23.2
  yosysWarnings: 0
  yosys.area_share.xor_xnor_pct: 2.05
  mux_share_pct: 16.2
flow_run:
  warning_count: 66
  drv_cap: 0
grt:
  grt_max_degree: 45
  grt_overflow_total: 0
  grt_usage_pct: 38.2
  grt_first_pass_wirelength_mm: 25.3
  grt_antenna_before_repair: 0
  grt_pass1_vias: 4653
die:
  fp_util_pct: 51.7
  io_pins: 53
  fp.dieW_um: 94.4
  rows: 33
  core_area_um2: 8260
  dieArea_um2: 8910
  die_height_um: 94.4
status:
  status: "finished clean"
clock_tree:
  postCtsHoldBufs: 0
  post_cts_buffers: 0
  ctsResizeCount: 0
min_path:
  hp-class: "in2out"
[synthesized netlist by cell type (4+ instances only)]
library cell / count
a211o_1: 5
a211oi_1: 6
a21o_1: 4
a21oi_1: 51
a221o_1: 4
a221oi_1: 12
a22oi_1: 9
a2bb2oi_1: 5
a311oi_1: 4
a31oi_1: 15
buf_1: 4
buf_2: 10
buf_6: 5
clkbuf_1: 24
ha_1: 49
inv_1: 47
mux2_2: 5
mux2i_1: 24
mux4_2: 16
nand2_1: 47
nand2b_1: 14
nand3_1: 10
nand3b_1: 4
nor2_1: 50
nor2b_1: 10
nor3_1: 16
nor4_1: 6
o211ai_1: 9
o21ai_0: 25
o21ai_1: 5
o21bai_1: 5
o22ai_1: 9
o31ai_1: 4
o32ai_1: 4
or2_2: 6
or4_1: 7
xnor2_1: 7
[cells by family (layout without fill, tap and decap cells)]
kind of cell    Yosys count  after routing
mux                      48             48
simple gates            195            195
buf+inv                  95            114
xor+xnor                 10             10
fa+ha+maj                51             51
compound gates          209            209
[cell type report]
type / instances / share of cell area [%]
Inverter: 50 / 3.93
Multi-Input combinational cell: 513 / 80.7
Tap cell: 105 / 2.75
Timing Repair Buffer: 64 / 12.6
[power groups by stage]
| stage | registers (mW) | clock network, mW | logic, mW |
|---|---|---|---|
| after CTS | 0 | 0 | 0.277 |
| after global routing | 0 | 0 | 0.306 |
| final | 0 | 0 | 0.283 |
[worst paths after layout]
path | start | endpoint | slack [ps] | depth (start not counted)
setup / recovery | arg_b[4] | zero | 700 | 12
hold / removal | op[0] | out[1] | 4580 | 4
[per-layer routing]
metal  wire length (µm)  track usage, %  vias to the layer above  part of all wire [%]
met5                  0           0.595                        -                     0
met2               7500            60.3                      263                    46
met1               6990            54.4                     2331                    43
li1                   -               -                     2333                     -
met3               1320            5.23                       32                   8.1
met4                468            12.6                        0                   2.9
[tightest hold or removal path, cell delays in order]
cell and delay [ps]:
buf_2 260, a21oi_2 230, a21boi_1 120, clkdlybuf4s50_1 400
