==> ./design.v <==
module rf(
	input  wire        clk,
	input  wire        rst_n,
	input  wire [2:0]  addr_a,
	input  wire [2:0]  addr_b,
	input  wire [15:0] din,
	input  wire [1:0]  write,
	output reg  [15:0] dout_a,
	output reg  [15:0] dout_b);
	reg [7:0][15:0] registers;
	always_comb begin
		dout_a = registers[addr_a];
		dout_b = registers[addr_b];
	end
	always @(posedge clk) begin
		if(~rst_n) begin
			registers <= 0;
		end else begin
			case(write)
				2'b01: registers[addr_a] <= din;
				2'b10: registers[addr_a][15:8] <= din[15:8];
				2'b11:  registers[addr_a][7:0] <= din[7:0];
				default: begin end
			endcase
		end
	end
endmodule
==> ./run.sh <==
#!/bin/bash
# OpenROAD 26Q1-2900-gdf79404cd8, Yosys 0.63+post, stock flow scripts
make -C /OpenROAD-flow-scripts/flow DESIGN_CONFIG=/design/flow/config.mk WORK_HOME=/design/flow/orfs finish
==> ./config.mk <==
export PLATFORM = sky130hd
export DESIGN_NAME = rf
export DESIGN_NICKNAME = rf
export VERILOG_FILES = /design/flow/design.v
export SDC_FILE = /design/flow/constraint.sdc
export NUM_CORES = 4
export LEC_CHECK = 1
export CORE_UTILIZATION = 50
==> ./constraint.sdc <==
current_design rf

set clk_period 4.6
set clk_io_pct 0.2

create_clock -name clk0 -period $clk_period [get_ports {clk}]

set non_clock_inputs [all_inputs -no_clocks]
set_input_delay [expr $clk_period * $clk_io_pct] -clock clk0 $non_clock_inputs
set_output_delay [expr $clk_period * $clk_io_pct] -clock clk0 [all_outputs]
==> results.txt <==
Implementation run completed; key figures follow.

Critical path:
- The signal on the critical path passes through buf_2 -> buf_4 -> mux4_2 -> nand2_1 -> nand2_1 -> clkdlybuf4s50_1.
- The report puts the cell count of the worst reg-to-reg path at 2.
- The run gives the worst path arrival time as about 2.9 ns.
- The worst setup path is captured at a primary output.
- The run gives the data required time of the critical path as about 3.7 ns.
- The run gives the cell family contributing the most delay on the critical path as buffers and inverters.
- STA classifies the critical path startpoint as an input port.
- The run puts the maximum fanout encountered on the critical timing path at 15.
- The most numerous cell type found on the critical path is nand2_1.
- By startpoint and endpoint, the worst setup path is classified as in -> out.
- Per the post-run analysis, buffers plus inverters along the critical path come to 3.
- The run puts the count of cell instances traversed by the critical path at 6.
- The slowest stage of the critical path is the mux4_2 cell.
- For this run, the slowest stage of the critical path takes 0.59 ns.

CTS:
- Clock-pin slew was measured on the worst setup and hold paths at around 0.05 ns.
- Per the CTS log, the maximum H-tree level is 4.
- After clock tree synthesis, the setup repair step added 0 buffers.
- The run gives the number of buffers added to fix hold violations after cts as 0.
- The run gives the CTS sink count as about 130.
- The run puts the number of gates resized after cts at 0.
- The run gives the maximum buffer depth of the clock tree as 2.
- The run gives the number of CTS-inserted buffers as 17.
- The run gives the cell chosen for the clock root as clkbuf_16.
- TritonCTS built the clock tree.
- Clock latency on the worst-skew pair, taken at its later pin, is 0.41 ns.

Placement:
- The run gives the final weighted congestion in routability-driven placement as 0.923.
- The run puts the sum of net half-perimeters after detailed placement at about 13000 µm.
- Prior to clock tree synthesis, the placed netlist has a worst setup slack of around 0.68 ns.
- The run puts the port buffer count at 57.

Pwr:
- Per report_power, the combinational group accounts for about an eighth of the total.
- The run gives the proportion of power drawn by the clock network as a little under half.
- The script extracted a net switching power of 694 µW.
- The worst-case IR drop observed on VDD is roughly 0.24 mV.
- The run puts the reported leakage power at 2.90 nW.
- The internal portion of the total power is ~2.1 mW.
- The run gives the total power density per cell area as roughly 350 mW/mm².
- The run puts the switching part of the total power at approximately a quarter.
- The run puts the sequential share of power at about 41%.

Yosys:
- The run gives the total number of yosys warnings as 1.
- The run puts the number of synthesized register bits at roughly 130.
- The post-synth count of flops with an enable pin is 0.
- After technology mapping, the gate count stands at approximately 650.
- After synthesis, the mean cell area works out to about 10 µm².
- For this run, the leading register cell type out of synthesis is dfxtp_1.
- Per the synth stats, the proportion of register bits with asynchronous set or reset is 0%.
- The run puts the sequential fraction of the synthesis area at a little under two fifths.
- The run puts the chip area line of the yosys report at 0.00672 mm².
- The run gives the post-synthesis instance area as approximately 0.0067 mm².
- The run gives the number of different library cells in the post-synthesis netlist as about 53.
- The run puts the number of cell instances after yosys synthesis at 645.

Hold path:
- The run gives the class of the worst hold path as reg -> reg.
- Hold analysis shows the worst path with a depth of 2.

GRT:
- The initial antenna violation count was 0.
- The run puts the first-pass GRT wire length at 31000 µm.
- The run puts the maximum number of pins on one net before global-route repair at around 43.
- The global routing report lists combined usage of all routing layers as between 30% and 40%.
- The run gives the number of global-route vias before repair as ~5600.
- Summed over all layers, the global routing overflow is 0.

Floorplan:
- The run gives the placeable core region as roughly 0.013 mm².
- The run gives the I/O pin count as 58.
- The floorplan step set the die width to approximately 120 µm.
- The run puts the pre-placement core utilization at 52.2%.
- The run gives the die outline height as between 100 and 150 µm.
- The run gives the total number of placement rows as a little over 40.
- The chip occupies 0.0139 mm².

Final timing:
- Setup repair after global routing left no endpoint under its margin.
- The run gives the slack of the critical path as around 0.77 ns.
- Hold is met by 0.466 ns.
- The run puts the hold violation total from the final report at 0.
- The run gives the number of setup violations in the final report as 0.
- The final layout reports a setup TNS of 0 ns.
- The run puts the actual slew at the worst max-slew pin at slightly above 1 ns.
- The run gives the setup clock skew after layout as 0 ns.
- The run puts the clock period minus final worst setup slack at around 3.8 ns.
- The run gives the post-route fraction of the period consumed by the critical path as between 80% and 90%.
- The run puts the remaining max-slew budget at the tightest pin at between 30% and 40%.
- The run gives the number of max-slew violations in the final report as 0.
- Based on the critical path, the design can be clocked at up to about 260 MHz.

Drt:
- The run puts the length of the first detailed-routing pass in iterations at 5.
- The run puts the number of nets with antenna violations after detailed routing at 0.
- In the routed design, unresolved DRC markers number 0.
- The run puts the average wire per standard cell at between 20 and 25 µm.
- After detailed routing, the number of vias per cell comes to ~6.3.
- In the routed netlist, the antenna diode instances number 0.
- The run gives the final wirelength as about 20000 µm.
- The run puts the total vias in the final route at between 5000 and 6000.
- The first routing iteration left 300 violations.

Cells and area:
- In the layout the commonest cells are 128 x dfxtp_1, 96 x nand2_1, 67 x nor2_1, 64 x mux4_2, 54 x clkdlybuf4s50_1.
- The run puts the synthesis-to-layout area growth at 20.1%.
- Cells with a size suffix above 1 make up roughly 22% of the layout.
- The run gives the register ranked first by flip-flop count as registers.
- The largest registers in the layout are registers (128).
- The run gives the highest-count logic cell in the final layout as dfxtp_1.
- The register with the most flip-flops in the layout has 128 of them.

Flow run:
- In this run the maximum-capacitance check reported violations numbering 0.
- The stage logs contain a warning count of 31.

Run status:
- The run finished with clean final reports.
path summary, 6_finish.rpt:
kind / start / slack, ns / end
max: addr_a[0] / 0.77 / dout_a[3]
min: registers[2] / 0.47 / registers[2]
max reg2reg: registers[86] / 3.91 / registers[86]
min reg2reg: registers[2] / 0.47 / registers[2]
Yosys cell counts (6+ instances only):
master       n  area [µm²]
dfxtp_1    128        2560
a22o_1      16         140
a32o_1       6        60.1
buf_1        8        30.0
nand2_1     96         360
nand2b_1    18         113
nor2_1      67         251
mux4_2      64        1440
o21ai_0     13        65.1
o2bb2ai_1   40         350
ha_1         9         113
or2_2        7        43.8
clkbuf_1    29         109
mux2_2      16         180
buf_2       10        50.1
a22oi_1     40         300
a21oi_1     20         100
cell families after synthesis:
family	synth area share (%)
compound gates	17.8
fa+ha+maj	1.68
buf+inv	3.59
flops	38.1
mux	24.1
simple gates	14.6
metrics by stage:
step / std cells / utilization, % / area, µm² / power (mW)
2_1_floorplan: 645 / - / 6720 / 1.37
3_3_place_gp: 849 / 58.0 / 7470 / 1.50
3_5_place_dp: 849 / 58.0 / 7470 / 1.50
4_1_cts: 881 / 62.7 / 8070 / 2.85
5_1_grt: 881 / 62.7 / 8070 / 2.94
6_report: 881 / 62.7 / 8070 / 2.84
power by group through the flow:
stage	sequential [mW]	clock (mW)	combinational, mW
6_report	1.15	1.35	0.334
5_1_grt	1.15	1.43	0.358
4_1_cts	1.15	1.37	0.331
routing by layer:
metal	vias up	share of wire, %	track usage [%]
li1	2567	-	-
met1	2741	44	49.4
met2	224	44	43.6
met3	18	10	13.2
met4	0	1.5	3.77
met5	-	0	0
layout make-up:
type / count / area (µm²)
Fill cell: 1041 / 4810
Inverter: 6 / 22.5
Sequential cell: 128 / 2560
Clock buffer: 21 / 460
Multi-Input combinational cell: 461 / 3920
Timing Repair Buffer: 82 / 756
Clock inverter: 11 / 138
Tap cell: 172 / 215
tightest hold or removal path, delay by kind of cell (launching register included):
| kind | cells | cell delay, ns |
|---|---|---|
| compound gates | 1 | 0.05 |
| simple gates | 1 | 0.05 |
| flops | 1 | 0.31 |
Power figures rest on the tool's default switching activity, not on a simulated workload.
